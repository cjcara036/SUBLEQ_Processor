==> flow/design.v <==
module RAM_word #(
		parameter WORD_LENGTH = 16,
		parameter ADDR_LENGTH = 16,
		parameter RESET_VALUE = 0,
		parameter TRIGGER_ADDRESS = 16'h0000
	)(
		input STORE_DATA,
		input bar_RST,
		input [ADDR_LENGTH-1:0] ADDR_IN,
		input [WORD_LENGTH-1:0] DATA_IN,
		output [WORD_LENGTH-1:0] DATA_OUT,
		output DATA_OUT_VALID,
		output [WORD_LENGTH-1:0] RAM_CONTENT
	);
	reg [WORD_LENGTH-1:0] WORD;
	always @(posedge STORE_DATA, negedge bar_RST)
		begin
			if(!bar_RST)
				WORD <= RESET_VALUE;
			else if(STORE_DATA)
				WORD <= DATA_IN;
		end
	assign DATA_OUT = (ADDR_IN==TRIGGER_ADDRESS) ? WORD : {WORD_LENGTH{1'bz}};
	assign DATA_OUT_VALID = (ADDR_IN==TRIGGER_ADDRESS) ? 1'b1 : 1'b0;
	assign RAM_CONTENT = WORD;
endmodule
==> flow/run.sh <==
#!/bin/bash
# OpenROAD 26Q1-2900-gdf79404cd8, Yosys 0.63+post, stock flow scripts
make -C /OpenROAD-flow-scripts/flow DESIGN_CONFIG=/design/flow/config.mk WORK_HOME=/design/flow/orfs finish
==> flow/config.mk <==
export PLATFORM = sky130hd
export DESIGN_NAME = RAM_word
export DESIGN_NICKNAME = RAM_word
export VERILOG_FILES = /design/flow/design.v
export SDC_FILE = /design/flow/constraint.sdc
export NUM_CORES = 4
export LEC_CHECK = 1
export CORE_AREA = 10 10 70 70
export DIE_AREA = 0 0 80 80
==> flow/constraint.sdc <==
current_design RAM_word

set clk_period 1.0
set clk_io_pct 0.2

create_clock -name clk0 -period $clk_period [get_ports {STORE_DATA}]

set non_clock_inputs [all_inputs -no_clocks]
set_input_delay [expr $clk_period * $clk_io_pct] -clock clk0 $non_clock_inputs
set_output_delay [expr $clk_period * $clk_io_pct] -clock clk0 [all_outputs]
==> results_slide.txt <==
Flow Results at a Glance

Run status
  • Status: finished, violations left
  • Violations in the final reports: negative setup slack

Placement
  • Inst Count DP: 134
  • Placer Congestion: 0.7262
  • Placement-stage cell area: 0.001172 mm2
  • Detailed placement HPWL: 1770 um
  • Number of input and output port buffers inserted: 66

Drt
  • DRC viols: 0
  • Antenna cell count: 0
  • Total routed wirelength: 1974 um
  • Routed wire length per instance: 14.41 um
  • DR iter-0 viols: 7
  • Total via count after detailed routing: 452
  • Post-detailed-route via-to-cell ratio: 3.299
  • First drt pass iteration count: 2
  • Antenna violation net count after detailed routing: 0

Cells and area
  • Post-Layout Inst Area: 0.001049 mm2
  • Share of the core filled with cells: 30.70%
  • Most frequent standard cell in the layout excluding fill and tap cells: buf_2
  • Combinational gate area: 78.83 um2
  • Commonest cells after routing, fill and taps aside: 38 x buf_2, 17 x clkdlybuf4s50_1, 16 x dfrtp_1
  • Fill cells: 352
  • Final non-filler cell total: 137
  • Largest registers: WORD (16)
  • Top reg by flops: WORD
  • Area growth, synth to finish: 89.17%
  • Proportion of layout cells with a drive suffix above 1: 59.34%
  • Register area: 400.4 um2
  • Flip-flop count of the largest register, all copies and words added: 16

GRT
  • Gr usage total: 5.881%
  • Total grt overflow: 0
  • Largest net degree at the start of global routing: 17
  • Vias in the first global route: 519
  • Number of antenna violations at the first check in global routing: 0
  • Wire length of the first global-routing pass: 2870 um

Clocking
  • Clock Path Buffers: 2
  • Setup Buffers After CTS: 0
  • Count of clock tree sinks: 16
  • Level count of the clock H-tree: 1
  • Clock buffers created by TritonCTS: 3
  • CTS clk-pin slew, worst paths: 0.09 ns
  • TritonCTS clock tree: built
  • Root cell of the clock tree: clkbuf_4

Final timing
  • Post-route fraction of the period consumed by the critical path: 102.7%
  • Min setup slack post-route: -0.02679 ns
  • Time the final worst path needs with I/O delays and setup: 1.027 ns
  • RSZ-0062 raised after global routing: true
  • Setup violation total in the final timing report: 1
  • Highest attainable clock frequency: 973.9 MHz
  • Count of final max-slew check failures: 0
  • Setup Total Neg Slack: -0.02679 ns
  • Worst-margin pin slew: 0.1932 ns
  • Worst rel slew slack: 87.00%
  • Hold Fails Final Rpt: 0

Power
  • Sw frac: 19.71%
  • Design internal power: 0.9715 mW
  • Share of power burned in the clock network: 25.4%
  • Leakage power total: 0.4985 nW
  • Power per unit of standard cell area: 1154 mW/mm2
  • Sequential group share of total power: 57.2%
  • Relative contribution of combinational cells to total power: 17.4%
  • Net Switching: 0.2385 mW
  • IR drop worst, VDD: 0.4622 mV

Synthesis
  • Post-synthesis share of cell area spent on xor and xnor gates: 0%
  • Simple Share, Synth: 6.095%
  • Synth cell types: 4
  • Area reported by Yosys stat: 554.3 um2
  • Post-synthesis average cell area: 14.98 um2
  • Area fraction in full adders, half adders and majority gates: 0%
  • Flops & latches, synth: 16
  • Ys cells: 37
  • Post-synthesis mux area share: 0%
  • Netlist area before placement: 554.3 um2
  • Yosys warnings: 2
  • Share of the yosys chip area belonging to registers: 72.23%
  • Dominant kind of combinational cell: buffers and inverters
  • Cells after synthesis: 37
  • Complex-gate fraction of the synthesized area: 0%

Die
  • Total die size: 0.006400 mm2
  • Die x size: 80 um
  • I/O pin count: 67
  • Vertical die dimension: 80 um
  • Initial core utilization: 16.23%
  • Core area: 0.003416 mm2
  • Row count: 21

Worst setup path
  • Largest stage delay on the critical path: 0.24 ns
  • Launching instance or port of the critical path: ADDR_IN[1]
  • Crit end category: primary output
  • Gate family responsible for the most delay along the worst path: simple AND/OR/NAND/NOR gates
  • Critical Setup Path Class: in2out
  • Number of buffer and inverter instances along the worst setup path: 2
  • Required time of the critical path: 0.80 ns
  • Endpoint of the worst setup timing path: DATA_OUT_VALID
  • Critical Path Start Type: primary input
  • Data arrival at the endpoint of the critical path: 0.83 ns
  • Crit-path slowest cell: nor4_4
  • Critical-path cell list: buf_6 > nor4_4 > and4_1 > buf_2
  • Cell depth of the worst setup path: 4
  • Critical path fanouts, max: 1

Flow run
  • Max capacitance violation total: 0
  • Tally of OpenROAD warnings: 27

Min path
  • Hold crit path type: in2async
logic make-up (layout without fill, tap and decap cells):
| logic type | Yosys count | in the layout |
|---|---|---|
| flops | 16 | 16 |
| simple gates | 5 | 5 |
| buf+inv | 16 | 70 |
power by group through the flow:
stage	Combinational (mW)	Sequential (mW)	Clock, mW
6_report	0.210	0.692	0.308
5_1_grt	0.230	0.698	0.370
4_1_cts	0.198	0.693	0.337
cells in the mapped netlist, drive strengths merged:
cell type / number / area share (%)
buf: 16 / 22
nor4: 4 / 4.5
dfrtp: 16 / 72
and4: 1 / 1.6
layer usage:
layer	wire length [um]	share of wire [%]	global-route usage, %
met5	0	0	0
met4	0	0	0.1761
met3	289	15	4.205
met2	1070	54	10.75
met1	615	31	5.428
stage by stage:
stage                     worst slack [ns]  power, mW  hold slack (ns)
after detailed placement           -0.7598     0.9835           0.5466
after global placement             -0.7309     0.9810           0.5499
after global routing              -0.08131      1.298           0.2245
final                             -0.02679      1.210           0.2454
after CTS                         -0.03646      1.228           0.2323
after floorplan                     0.2090     0.7385         -0.09559
layout make-up:
class                           count  area share [%]
Clock buffer                        3           2.148
Multi-Input combinational cell      5           7.518
Sequential cell                    16           38.19
Tap cell                           46           5.489
Timing Repair Buffer               67           46.66
how the worst min path moves through the flow:
stage / depth (start not counted) / end / startpoint / slack, ns
after CTS: 2 / WORD[8] / bar_RST / 0.23
after global routing: 2 / WORD[8] / bar_RST / 0.22
final: 2 / WORD[8] / bar_RST / 0.25
repair_timing:
item | CTS | global route
endpoints found under the setup margin | 33 | 27
gates resized | 149 | 9
hold buffers | 0 | 0
pin swaps | 5 | 5
No activity file was given, so power comes from the tool's default toggle rates.
